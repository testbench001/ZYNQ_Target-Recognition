## flow/design.v

```verilog
module  martix_3x3(
        input                   sclk                    ,       
        input                   s_rst_n                 ,       
        input           [ 7:0]  line2_data              ,
        input           [ 7:0]  line1_data              ,
        input           [ 7:0]  line0_data              ,
        output  wire    [71:0]  martix_3x3_data       
);
reg     [ 7:0]                  reg00                           ;       
reg     [ 7:0]                  reg10                           ;       
reg     [ 7:0]                  reg20                           ;       
reg     [ 7:0]                  reg01                           ;       
reg     [ 7:0]                  reg11                           ;       
reg     [ 7:0]                  reg21                           ;       
assign  martix_3x3_data         =       {line2_data, line1_data, line0_data,
                                         reg21,      reg11,      reg01,
                                         reg20,      reg10,      reg00};
always  @(posedge sclk) begin
        reg21   <=      line2_data;
        reg11   <=      line1_data;
        reg01   <=      line0_data;
        reg20   <=      reg21;
        reg10   <=      reg11;
        reg00   <=      reg01;
end
endmodule
module  martix_3x3_top(
        input                   sclk                    ,       
        input                   s_rst_n                 ,       
        input           [63:0]  line2_data              ,
        input           [63:0]  line1_data              ,
        input           [63:0]  line0_data              ,
        input                   line_data_vld           ,       
        input           [ 8:0]  padding_col_cnt         ,
        output  wire    [71:0]  ch0_martix_3x3_data     ,       
        output  wire    [71:0]  ch1_martix_3x3_data     ,       
        output  wire    [71:0]  ch2_martix_3x3_data     ,       
        output  wire    [71:0]  ch3_martix_3x3_data     ,       
        output  wire    [71:0]  ch4_martix_3x3_data     ,       
        output  wire    [71:0]  ch5_martix_3x3_data     ,       
        output  wire    [71:0]  ch6_martix_3x3_data     ,       
        output  wire    [71:0]  ch7_martix_3x3_data     ,       
        output  wire            martix_3x3_data_vld     
);
assign  martix_3x3_data_vld     =       (padding_col_cnt >= 'd2) ? line_data_vld : 1'b0;
martix_3x3      ch0_martix_3x3_inst(
        .sclk                   (sclk                   ),
        .s_rst_n                (s_rst_n                ),
        .line2_data             (line2_data[7:0]        ),
        .line1_data             (line1_data[7:0]        ),
        .line0_data             (line0_data[7:0]        ),
        .martix_3x3_data        (ch0_martix_3x3_data    )
);
martix_3x3      ch1_martix_3x3_inst(
        .sclk                   (sclk                   ),
        .s_rst_n                (s_rst_n                ),
        .line2_data             (line2_data[15:8]       ),
        .line1_data             (line1_data[15:8]       ),
        .line0_data             (line0_data[15:8]       ),
        .martix_3x3_data        (ch1_martix_3x3_data    )
);
martix_3x3      ch2_martix_3x3_inst(
        .sclk                   (sclk                   ),
        .s_rst_n                (s_rst_n                ),
        .line2_data             (line2_data[23:16]      ),
        .line1_data             (line1_data[23:16]      ),
        .line0_data             (line0_data[23:16]      ),
        .martix_3x3_data        (ch2_martix_3x3_data    )
);
martix_3x3      ch3_martix_3x3_inst(
        .sclk                   (sclk                   ),
        .s_rst_n                (s_rst_n                ),
        .line2_data             (line2_data[31:24]      ),
        .line1_data             (line1_data[31:24]      ),
        .line0_data             (line0_data[31:24]      ),
        .martix_3x3_data        (ch3_martix_3x3_data    )
);
martix_3x3      ch4_martix_3x3_inst(
        .sclk                   (sclk                   ),
        .s_rst_n                (s_rst_n                ),
        .line2_data             (line2_data[39:32]      ),
        .line1_data             (line1_data[39:32]      ),
        .line0_data             (line0_data[39:32]      ),
        .martix_3x3_data        (ch4_martix_3x3_data    )
);
martix_3x3      ch5_martix_3x3_inst(
        .sclk                   (sclk                   ),
        .s_rst_n                (s_rst_n                ),
        .line2_data             (line2_data[47:40]      ),
        .line1_data             (line1_data[47:40]      ),
        .line0_data             (line0_data[47:40]      ),
        .martix_3x3_data        (ch5_martix_3x3_data    )
);
martix_3x3      ch6_martix_3x3_inst(
        .sclk                   (sclk                   ),
        .s_rst_n                (s_rst_n                ),
        .line2_data             (line2_data[55:48]      ),
        .line1_data             (line1_data[55:48]      ),
        .line0_data             (line0_data[55:48]      ),
        .martix_3x3_data        (ch6_martix_3x3_data    )
);
martix_3x3      ch7_martix_3x3_inst(
        .sclk                   (sclk                   ),
        .s_rst_n                (s_rst_n                ),
        .line2_data             (line2_data[63:56]      ),
        .line1_data             (line1_data[63:56]      ),
        .line0_data             (line0_data[63:56]      ),
        .martix_3x3_data        (ch7_martix_3x3_data    )
);
endmodule
```

## flow/constraint.sdc

```tcl
current_design martix_3x3_top

set clk_period 1.0
set clk_io_pct 0.2

create_clock -name clk0 -period $clk_period [get_ports {sclk}]

set non_clock_inputs [all_inputs -no_clocks]
set_input_delay [expr $clk_period * $clk_io_pct] -clock clk0 $non_clock_inputs
set_output_delay [expr $clk_period * $clk_io_pct] -clock clk0 [all_outputs]
```

## flow/config.mk

```make
export PLATFORM = sky130hd
export DESIGN_NAME = martix_3x3_top
export DESIGN_NICKNAME = martix_3x3_top
export VERILOG_FILES = /design/flow/design.v
export SDC_FILE = /design/flow/constraint.sdc
export NUM_CORES = 4
export LEC_CHECK = 1
export CORE_AREA = 10 10 303 303
export DIE_AREA = 0 0 313 313
```

## flow/run.sh

```bash
#!/bin/bash
# OpenROAD 26Q1-2900-gdf79404cd8, Yosys 0.63+post, stock flow scripts
make -C /OpenROAD-flow-scripts/flow DESIGN_CONFIG=/design/flow/config.mk WORK_HOME=/design/flow/orfs finish
```

==> GITHUB_STEP_SUMMARY <==
## PnR job results

| Metric | Value |
|---|---|
| Critical Path, Cell by Cell | `buf_6` |
| Number of antenna-violating nets in the routed design | `0` |
| Clock share of power | `43.7%` |
| Number of global-route vias before repair | `8397` |
| Instance count of the mapped netlist | `579` |
| Maximum clock path buffer count | `3` |
| Drt initial violations | `241` |
| Worst Hold Depth | `2` |
| Area of all placed cells without fillers | `0.0195 mm^2` |
| Final Hold Fails | `0` |
| Half-perimeter wire length after detailed placement | `51600 um` |
| Worst reg2reg setup slack | `0.21 ns` |
| Vert. Die Dim | `313 um` |
| Power density normalized to cell area | `1820 mW/mm^2` |
| Combinational cell fraction of total power | `9.3%` |
| Maximum resistive drop on vdd | `1.46 mV` |
| Pin count of the biggest net entering global routing | `15` |
| Data arrival time of the critical path | `1.11 ns` |
| Full die area | `0.0980 mm^2` |
| Number of top-level pins | `781` |
| Overall fraction of global-route tracks in use | `12.2%` |
| Slew Limit Headroom | `85.5%` |
| Number of iterations in the first detailed-routing pass | `4` |
| Count of fill cells added during filler insertion | `9117` |
| Worst min-delay path class | `primary input to flip-flop` |
| CP required | `0.80 ns` |
| Achievable Freq | `761 MHz` |
| Clk ins delay skew pair | `0.57 ns` |
| Total number of H-tree levels | `2` |
| Max-cap violation count | `0` |
| Num Clock Sinks | `384` |
| Yosys synthesis chip area | `0.00915 mm^2` |
| Max Transition Viols Final | `0` |
| Worst-Margin Slew | `0.216 ns` |
| Highest cell delay on the worst timing path | `0.42 ns` |
| Post-route clock period utilization | `131%` |
| Wire length per cell | `23.1 um` |
| Int Pwr | `27.4 mW` |
| Count of input and output buffers | `778` |
| Design Power | `35.4 mW` |
| DR DRC count | `0` |
| Routed wire length | `61800 um` |
| Switching power as a share of total power | `22.4%` |
| Setup slack after layout | `-0.313 ns` |
| Unrepaired setup endpoints after global routing | `true` |
| Synth Cell Area | `0.00915 mm^2` |
| Layout Area Growth over Synthesis | `113%` |
| Total via count in the routed design | `7782` |
| P_sw | `7.94 mW` |
| Logic cell area | `53.8 um^2` |
| Max FO, Critical Path | `2` |
| Weighted congestion at the end of routability-driven global placement | `0.903` |
| Total of warnings raised by yosys | `1` |
| Cell area reported after detailed placement | `0.0176 mm^2` |
| Minimum clock period | `1.31 ns` |
| R2r worst-path depth | `3` |
| Detailed-route vias per instance | `2.91` |
| Run status | `finished with violations` |
| CP Depth | `1` |
| Top cell family by delay on the critical path | `flip-flops` |
| Reported leakage power | `8.93 nW` |
| Avg Synthesized Cell Area | `15.8 um^2` |
| Count of instantiated cells in the yosys netlist | `579` |
| Synthesis-stage register bit count | `384` |
| Tally of OpenROAD warnings | `29` |
| Number of cell rows | `107` |
| Sequential cell area fraction in the yosys report | `84.0%` |
| Inserted Clock Buffers | `43` |
| Critical Path Start Type | `flip-flop` |
| Register share of total power | `46.9%` |
| Register area | `0.00804 mm^2` |
| Effective utilization at floorplan | `10.7%` |
| Worst hold slack | `0.0400 ns` |
| Clock skew after layout | `0.0122 ns` |
| Gr ovfl total | `0` |
| Layout cell share with drive strength beyond 1 | `63.7%` |
| Root buffer cell | `clkbuf_16` |
| Clock tree from TritonCTS | `yes` |
| Count of buffer and inverter cells on the critical path | `1` |
| Horizontal extent of the die | `313 um` |
| Violated checks | `setup timing` |
| Global-route wire length before repair | `80600 um` |
| Type of element capturing the critical path | `output port` |
| Kind of critical path | `flip-flop to output port` |
| Cell with the largest stage delay on the worst path | `dfxtp_4` |
| Antenna violations before repair | `54` |
| CTS clk-pin slew, worst paths | `0.06 ns` |
| Final Setup Violations | `384` |
| Core box area | `0.0851 mm^2` |
| Distinct cell type count of the synthesized netlist | `4` |
-- power groups by stage --
| stage | Sequential (mW) | Clock (mW) | Combinational, mW |
|---|---|---|---|
| global route | 16.7 | 16.7 | 3.60 |
| finish | 16.6 | 15.5 | 3.31 |
| CTS | 16.6 | 16.1 | 3.31 |
-- metrics by stage --
stage                     TNS [ns]  utilization [%]  setup slack [ns]  std cells
after floorplan                  0                -             0.292        579
after global placement      -82.73             20.6            -0.702       2386
after detailed placement    -82.68             20.6            -0.682       2386
after CTS                   -96.81             22.3            -0.377       2646
after global routing        -96.52             22.8            -0.367       2669
final                       -73.67             22.8            -0.313       2671
-- layout make-up --
class / instances / share of cell area (%)
repair buffers: 1064 / 43.9
flip-flops and latches: 384 / 41.3
well taps: 1144 / 7.36
clock buffers: 56 / 6.04
clock inverters: 18 / 1.08
multi-input cells: 3 / 0.277
diodes: 2 / 0.0257
-- path summary, 6_finish.rpt --
check | start | end
worst max-delay path | ch4_martix_3x3_inst.reg21[6] | ch4_martix_3x3_data[46]
worst min-delay path | line1_data[10] | ch1_martix_3x3_inst.reg11[2]
worst max register to register | ch4_martix_3x3_inst.reg01[0] | ch4_martix_3x3_inst.reg00[0]
worst min register to register | ch2_martix_3x3_inst.reg11[5] | ch2_martix_3x3_inst.reg10[5]
-- worst reg2reg max path, cell delays in order, from the launching register on --
cell,delay (ns)
dfxtp_2,0.33
buf_4,0.13
buf_4,0.12
buf_4,0.12
-- kinds of logic after synthesis --
group	share of synthesized area [%]
AND-OR/OR-AND	0.0821
flip-flops	84.0
AND/OR/NAND/NOR	0.137
buffers and inverters	15.8
-- cell usage after synthesis --
cell type | instances | area, um^2
buf_4 | 192 | 1440
a21boi_1 | 1 | 7.51
nor4_1 | 2 | 12.5
dfxtp_1 | 384 | 7690
-- timing repair --
action / in CTS / in global routing
setup endpoints to repair: 577 / 405
pin swaps: 3 / 2
setup buffers: 24 / 7
resized: 2293 / 63
hold endpoints to repair: 164 / 16
gates cloned: 0 / 0
hold buffers: 164 / 16
-- placed cells by master (no fill, tap or decap) --
cell type,count
buf_2,372
dfxtp_2,246
dlygate4sd2_1,183
dlygate4sd3_1,180
dfxtp_1,127
buf_4,119
buf_6,79
clkdlybuf4s15_2,68
clkbuf_16,43
clkdlybuf4s50_1,23
dlymetal6s2s_1,18
clkdlybuf4s15_1,15
dfxtp_4,11
clkbuf_1,8
clkbuf_8,5
clkinv_2,5
buf_12,5
inv_8,4
clkinvlp_4,3
diode_2,2
nor4_4,2
inv_16,2
bufinv_16,2
a21boi_2,1
inv_6,1
clkinv_4,1
buf_8,1
clkbuf_2,1
-- per-layer routing --
metal	wire length (um)	vias up	track usage, %	part of all wire (%)
met5	26	-	0	0.042
met4	1610	4	1.81	2.6
met3	7370	129	5.83	12
met2	26600	611	18.5	43
met1	26100	3567	16.0	42
li1	-	3471	-	-
Power is estimated from default activity; no workload was simulated.
