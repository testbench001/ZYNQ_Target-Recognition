==> flow/config.mk <==
export PLATFORM = sky130hd
export DESIGN_NAME = conv_padding
export DESIGN_NICKNAME = conv_padding
export VERILOG_FILES = /design/flow/design.v
export SDC_FILE = /design/flow/constraint.sdc
export NUM_CORES = 4
export LEC_CHECK = 1
export CORE_UTILIZATION = 40
==> flow/constraint.sdc <==
current_design conv_padding

set clk_period 5.0
set clk_io_pct 0.2

create_clock -name clk0 -period $clk_period [get_ports {sclk}]

set non_clock_inputs [all_inputs -no_clocks]
set_input_delay [expr $clk_period * $clk_io_pct] -clock clk0 $non_clock_inputs
set_output_delay [expr $clk_period * $clk_io_pct] -clock clk0 [all_outputs]
==> flow/design.v <==
module  conv_padding(
        input                   sclk                    ,       
        input                   s_rst_n                 ,       
        input                   padding_start           ,       
        input           [ 1:0]  site_type               ,       
        input           [ 2:0]  feature_col_select      ,       
        input           [ 6:0]  feature_row             ,       
        input           [63:0]  buffer_rd_data          ,       
        output  reg             buffer_rd_en            ,       
        output  wire    [63:0]  padding_data            ,       
        output  wire            padding_data_vld        ,  
        output  wire            padding_finish          ,
        output  reg     [ 6:0]  row_cnt                 ,       
        output  reg     [ 8:0]  col_cnt                        
);
localparam      COL_418         =       'd418                   ;
localparam      COL_210         =       'd210                   ;
localparam      COL_106         =       'd106                   ;
localparam      COL_54          =       'd54                    ;
localparam      COL_28          =       'd28                    ;
localparam      COL_15          =       'd15                    ;
reg                             padding_work                    ;       
reg                             padding_work_r1                 ;       
reg     [ 8:0]                  col_cnt_reg                     ;
assign  padding_data            =       (buffer_rd_en == 1'b1) ? buffer_rd_data : 64'h0;
assign  padding_data_vld        =       padding_work;
assign  padding_finish          =       ~padding_work & padding_work_r1;
always  @(posedge sclk) begin
        padding_work_r1 <=      padding_work;
end 
always  @(posedge sclk) begin
        case(feature_col_select)
                0:      col_cnt_reg     <=      COL_418;
                1:      col_cnt_reg     <=      COL_210;
                2:      col_cnt_reg     <=      COL_106;
                3:      col_cnt_reg     <=      COL_54;
                4:      col_cnt_reg     <=      COL_28;
                5:      col_cnt_reg     <=      COL_15;
                default:col_cnt_reg     <=      COL_418;
        endcase
end
always  @(posedge sclk or negedge s_rst_n) begin
        if(s_rst_n == 1'b0)
                padding_work    <=      1'b0;
        else if(site_type == 'd1 && padding_work == 1'b1 && row_cnt >= feature_row && col_cnt >= (col_cnt_reg-1))
                padding_work    <=      1'b0;
		else if(site_type == 'd3 && padding_work == 1'b1 && row_cnt >= (feature_row+2) && col_cnt >= (col_cnt_reg-1))
                padding_work    <=      1'b0;
        else if(site_type[0] == 1'b0 && padding_work == 1'b1 && row_cnt >= (feature_row+1) && col_cnt >= (col_cnt_reg-1))
                padding_work    <=      1'b0;
        else if(padding_start == 1'b1)
                padding_work    <=      1'b1;
end
always  @(posedge sclk or negedge s_rst_n) begin
        if(s_rst_n == 1'b0)
                col_cnt <=      'd0;
        else if(padding_work == 1'b1 && col_cnt >= (col_cnt_reg-1))
                col_cnt <=      'd0;
        else if(padding_work == 1'b1)
                col_cnt <=      col_cnt + 1'b1;
end
always  @(posedge sclk or negedge s_rst_n) begin
        if(s_rst_n == 1'b0)
                row_cnt <=      'd0;
        else if(padding_work == 1'b0)
                row_cnt <=      'd0;
        else if(padding_work == 1'b1 && col_cnt >= (col_cnt_reg-1))
                row_cnt <=      row_cnt + 1'b1;
end
always  @(posedge sclk or negedge s_rst_n) begin
        if(s_rst_n == 1'b0)
                buffer_rd_en    <=      1'b0;
        else if(padding_work == 1'b1)
                case(site_type)
                        0:      if(row_cnt >= 'd1 && col_cnt >= 'd0 && col_cnt < (col_cnt_reg-2))
                                        buffer_rd_en    <=      1'b1;
                                else 
                                        buffer_rd_en    <=      1'b0;
                        1:      if(col_cnt >= 'd0 && col_cnt < (col_cnt_reg-2))
                                        buffer_rd_en    <=      1'b1;
                                else 
                                        buffer_rd_en    <=      1'b0;
                        2:      if(col_cnt >= 'd0 && col_cnt < (col_cnt_reg-2) && row_cnt <= feature_row)
                                        buffer_rd_en    <=      1'b1;
                                else 
                                        buffer_rd_en    <=      1'b0;
						3:      if(col_cnt >= 'd0 && col_cnt < (col_cnt_reg-2) && row_cnt >= 'd1 && row_cnt <= (feature_row+1))
                                        buffer_rd_en    <=      1'b1;
                                else 
                                        buffer_rd_en    <=      1'b0;
                        default:
                                buffer_rd_en    <=      1'b0;
                endcase
        else
                buffer_rd_en    <=      1'b0;
end
endmodule
==> flow/run.sh <==
#!/bin/bash
# OpenROAD 26Q1-2900-gdf79404cd8, Yosys 0.63+post, stock flow scripts
make -C /OpenROAD-flow-scripts/flow DESIGN_CONFIG=/design/flow/config.mk WORK_HOME=/design/flow/orfs finish
==> impl_metrics.json <==
{
  "synth_area_per_cell_um2": 8.278,
  "seq_power_share_pct": 26.9,
  "tightest_slew_ns": 0.8031,
  "edf_count": 0,
  "synth_flops": 28,
  "fp_util_pct": 41.44,
  "cts_setup_buffers": 0,
  "numPortBuffers": 161,
  "hpwl_um": 7811,
  "cp_data_arrival_time_ns": 3.49,
  "final-setup-viol-count": 0,
  "relSlewSlack_pct": 46.29,
  "io_pins": 162,
  "grt_pass1_vias": 2803,
  "cts_sinks": 28,
  "clkSlewWorstSetupHoldPaths_ns": 0.10,
  "synth.distinct_cells": 54,
  "area_delta_synth_final_pct": 58.01,
  "setup_slack_ns": 1.702,
  "p_switching_uw": 522.5,
  "fin_crit_sh_pct": 65.96,
  "swShare_pct": 36.58,
  "finalClockSkew_ns": 0.008522,
  "clkLatencyLatePin_ns": 0.28,
  "antenna_found_initial": 0,
  "slew_viol_final": 0,
  "gp_congestion": 0.8877,
  "hp-class": "reg -> reg",
  "dp_slack_ns": 1.587,
  "grtUsageMet1_pct": 32.85,
  "fmax_mhz": 303.2,
  "grt_start_max_net_pins": 66,
  "drc": 0,
  "syn_inst": 365,
  "leakagePower_nw": 2.006,
  "gr-total-overflow": 0,
  "synthArstFlopShare_pct": 64.29,
  "ant_nets": 0,
  "die-area_mm2": 0.007906,
  "die_y_um": 88.92,
  "r2r_end": "col_cnt[2]",
  "ys_cells": 365,
  "hold_viol": 0,
  "antennaDiodeCount": 0,
  "postSynthSeqShare_pct": 21.53,
  "power.internal_uw": 905.7,
  "setup_tns_ns": 0,
  "grt_util_met2_pct": 40.63,
  "period_needed_ns": 3.298,
  "finalWirelength_um": 9714,
  "clock-root-buffer": "clkbuf_8",
  "avgViaCountPerCell": 5.000,
  "combPwrFrac_pct": 60.5,
  "tool_warnings": 30,
  "vdd_ir_drop_max_mv": 0.3179,
  "cap_violations": 0,
  "drive_gt1_share_pct": 2.697,
  "coreArea_mm2": 0.007292,
  "run_status": "completed",
  "fillers": 635,
  "grt.met3_usage_pct": 5.899,
  "cp-endpoint": "col_cnt[2]",
  "cts_tree": "done",
  "cp-end-kind": "flop",
  "regArea_um2": 650.6,
  "critical_path.max_fanout": 15,
  "ff2ff_path_depth": 11,
  "ys.flop_type": "dfrtp_1",
  "drt_first_pass_iters": 4,
  "ctsHoldBuffers": 0,
  "start_kind": "flop",
  "p_per_area_mw_per_mm2": 299.1,
  "syn-cell-area_mm2": 0.003022,
  "ys_warn_count": 1,
  "grt-busiest-layer": "met2",
  "via_count": 3090,
  "wl_per_cell_um": 15.72,
  "yosysChipArea_mm2": 0.003022,
  "rsz0062_at_grt": "false",
  "grt_pass1_wl_um": 14260,
  "critPathKind": "reg -> reg",
  "clock_power_share_pct": 12.5,
  "cts_buffer_depth": 2,
  "drt-initial-drc-count": 91,
  "ctsResizeCount": 0,
  "core.rowCount": 31,
  "worst-r2r-setup-slack_ns": 1.70,
  "worstPathRequired_ns": 5.19,
  "htreeDepth": 1,
  "comb_area_mm2": 0.002220,
  "grt.total_usage_pct": 24.28,
  "numCtsBuffers": 3,
  "die_w_um": 88.92
}
-- synth_stat cells, drive strengths merged, types with 6 or more instances --
cell type | number | area (um2)
and2 | 65 | 406.6
ha | 46 | 575.6
inv | 24 | 90.09
nand2 | 20 | 75.07
a21oi | 18 | 90.09
dfrtp | 18 | 450.4
xnor2 | 18 | 157.7
nand3 | 16 | 80.08
nor2 | 13 | 56.30
o21ai | 11 | 55.05
dfxtp | 10 | 200.2
clkbuf | 9 | 33.78
xor2 | 8 | 70.07
nor2b | 7 | 43.79
nor3 | 7 | 35.03
nor4 | 7 | 50.05
nand2b | 6 | 45.04
-- power groups by stage --
stage	Clock (mW)	Combinational (mW)	Sequential [mW]
after CTS	0.183	0.874	0.385
final	0.179	0.865	0.385
after global routing	0.193	0.978	0.397
-- worst min-delay path by stage --
stage	from	slack [ns]	endpoint	cells past startpoint
CTS	col_cnt[8]	0.64	col_cnt[8]	2
global route	col_cnt[3]	0.69	col_cnt[3]	1
finish	col_cnt[8]	0.64	col_cnt[8]	2
-- cells by family (layout without fill, tap and decap cells) --
family          after synthesis  in the layout  synth area share (%)
simple gates                158            158                 30.31
compound gates               68             68                 15.57
fa+ha+maj                    46             46                 19.05
buf+inv                      36            190                 5.010
flops                        28             28                 21.53
xor+xnor                     26             26                 7.536
mux                           3              3                0.9938
-- stage by stage --
| step | power [mW] | utilization (%) | hold WS, ns | cell area [um2] | instances |
|---|---|---|---|---|---|
| global route | 1.568 | 65.48 | 0.6880 | 4775 | 618 |
| finish | 1.428 | 65.48 | 0.6398 | 4775 | 618 |
| floorplan | 0.8069 | - | 0.4386 | 3022 | 365 |
| global placement | 1.247 | 64.50 | 0.6215 | 4703 | 614 |
| detailed placement | 1.254 | 64.50 | 0.6155 | 4703 | 614 |
| CTS | 1.442 | 65.48 | 0.6421 | 4775 | 618 |
-- metal layers --
| layer | up-vias | wire length [um] |
|---|---|---|
| li1 | 1593 | - |
| met1 | 1385 | 4086 |
| met2 | 102 | 4475 |
| met3 | 10 | 968 |
| met4 | 0 | 184 |
| met5 | - | 0 |
-- final cells by class --
| cell class | instances | share of cell area [%] |
|---|---|---|
| clock inverter | 1 | 0.6289 |
| multi-input combinational | 301 | 46.49 |
| inverter | 24 | 1.887 |
| timing repair buffer | 162 | 33.91 |
| tap | 99 | 2.594 |
| clock buffer | 3 | 0.8648 |
| sequential | 28 | 13.63 |
-- worst max-delay path, cell delays in order, from the launching register on --
cell and delay, ns:
dfxtp_1 0.34, inv_1 0.08, ha_1 0.20, nor3b_1 0.47, nor2b_1 0.23, xnor2_1 0.13, ha_1 0.27, a211oi_1 0.22
o21ai_0 0.14, a41oi_2 0.59, nor3_1 0.29, nor3_1 0.25
-- layout by cell type (no fill, tap or decap), types with 8 or more instances in the layout --
master / n
nand2_1: 20
xor2_1: 8
nand3_1: 16
nor2_1: 12
ha_1: 46
and2_1: 65
a21oi_1: 18
o21ai_0: 11
inv_1: 24
xnor2_1: 18
clkdlybuf4s50_1: 161
dfxtp_1: 10
dfrtp_1: 18
Power and IR drop assume default switching activity.
